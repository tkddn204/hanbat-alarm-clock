===== flow/config.mk =====
export PLATFORM = sky130hd
export DESIGN_NAME = DISPLAY_DECODER
export DESIGN_NICKNAME = DISPLAY_DECODER
export VERILOG_FILES = /design/flow/design.v
export SDC_FILE = /design/flow/constraint.sdc
export NUM_CORES = 4
export LEC_CHECK = 1
export CORE_UTILIZATION = 50

===== flow/constraint.sdc =====
current_design DISPLAY_DECODER

set clk_period 3.7
set clk_io_pct 0.2

create_clock -name clk0 -period $clk_period [get_ports {CLK}]

set non_clock_inputs [all_inputs -no_clocks]
set_input_delay [expr $clk_period * $clk_io_pct] -clock clk0 $non_clock_inputs
set_output_delay [expr $clk_period * $clk_io_pct] -clock clk0 [all_outputs]

===== flow/design.v =====
module DISPLAY_DECODER(
	RESETN, CLK,
	IN_TIME, IN_DATE, IN_ALARM_TIME,
	OUT_H10, OUT_H1, OUT_M10, OUT_M1, OUT_S10, OUT_S1,
	OUT_Y10, OUT_Y1, OUT_MT10, OUT_MT1, OUT_D10, OUT_D1,
	OUT_ALARM_H10, OUT_ALARM_H1, OUT_ALARM_M10, OUT_ALARM_M1, OUT_ALARM_S10, OUT_ALARM_S1
);
input RESETN, CLK;
input [16:0] IN_ALARM_TIME;
input [16:0] IN_TIME;
input [15:0] IN_DATE;
output wire [7:0] OUT_ALARM_H10, OUT_ALARM_H1, OUT_ALARM_M10, OUT_ALARM_M1, OUT_ALARM_S10, OUT_ALARM_S1;
output wire [7:0] OUT_H10, OUT_H1, OUT_M10, OUT_M1, OUT_S10, OUT_S1;
output wire [7:0] OUT_Y10, OUT_Y1, OUT_MT10, OUT_MT1, OUT_D10, OUT_D1;
reg [4:0] HOUR;
reg [5:0] MIN, SEC;
reg [6:0] YEAR;
reg [3:0] MONTH;
reg [4:0] DAY;
wire [7:0] H10, H1, M10, M1, S10, S1;
wire [7:0] Y10, Y1, MT10, MT1, D10, D1;
wire [7:0] ALARM_H10, ALARM_H1, ALARM_M10, ALARM_M1, ALARM_S10, ALARM_S1;
reg [4:0] ALARM_HOUR;
reg [5:0] ALARM_MIN, ALARM_SEC;
always @(posedge CLK)
begin
	if(!RESETN)
		begin
			HOUR = 0;
			MIN  = 0;
			SEC  = 1;
			YEAR  = 16;
			MONTH = 1;
			DAY   = 1;
			ALARM_HOUR = 0;
			ALARM_MIN  = 0;
			ALARM_SEC  = 0;
		end
	else
		begin
			HOUR = IN_TIME[16:12];
			MIN  = IN_TIME[11:6];
			SEC  = IN_TIME[5:0];
			YEAR  = IN_DATE[15:9];
			MONTH = IN_DATE[8:5];
			DAY   = IN_DATE[4:0];
			ALARM_HOUR = IN_ALARM_TIME[16:12];
			ALARM_MIN  = IN_ALARM_TIME[11:6];
			ALARM_SEC  = IN_ALARM_TIME[5:0];
		end
end
WT_SEP HOUR_SEP(HOUR, H10, H1);
WT_SEP MIN_SEP(MIN, M10, M1);
WT_SEP SECOND_SEP(SEC, S10, S1);
WT_SEP YEAR_SEP(YEAR, Y10, Y1);
WT_SEP MONTH_SEP(MONTH, MT10, MT1);
WT_SEP DAY_SEP(DAY, D10, D1);
WT_SEP ALARM_HOUR_SEP(ALARM_HOUR, ALARM_H10, ALARM_H1);
WT_SEP ALARM_MIN_SEP(ALARM_MIN, ALARM_M10, ALARM_M1);
WT_SEP ALARM_SECOND_SEP(ALARM_SEC, ALARM_S10, ALARM_S1);
WT_DECODER H10_DECODE(H10, OUT_H10);
WT_DECODER H1_DECODE(H1, OUT_H1);
WT_DECODER M10_DECODE(M10, OUT_M10);
WT_DECODER M1_DECODE(M1, OUT_M1);
WT_DECODER S10_DECODE(S10, OUT_S10);
WT_DECODER S1_DECODE(S1, OUT_S1);
WT_DECODER Y10_DECODE(Y10, OUT_Y10);
WT_DECODER Y1_DECODE(Y1, OUT_Y1);
WT_DECODER MT10_DECODE(MT10, OUT_MT10);
WT_DECODER MT1_DECODE(MT1, OUT_MT1);
WT_DECODER D10_DECODE(D10, OUT_D10);
WT_DECODER D1_DECODE(D1, OUT_D1);
WT_DECODER ALARM_H10_DECODE(ALARM_H10, OUT_ALARM_H10);
WT_DECODER ALARM_H1_DECODE(ALARM_H1, OUT_ALARM_H1);
WT_DECODER ALARM_M10_DECODE(ALARM_M10, OUT_ALARM_M10);
WT_DECODER ALARM_M1_DECODE(ALARM_M1, OUT_ALARM_M1);
WT_DECODER ALARM_S10_DECODE(ALARM_S10, OUT_ALARM_S10);
WT_DECODER ALARM_S1_DECODE(ALARM_S1, OUT_ALARM_S1);
endmodule
module WT_DECODER(
	BCD,
	LCD_DATA
);
input [3:0] BCD;
output wire [7:0] LCD_DATA;
reg [7:0] BUFF;
always @(BCD)
begin
	case(BCD)
		4'b0000: BUFF = 8'b00110000;  
		4'b0001: BUFF = 8'b00110001;
		4'b0010: BUFF = 8'b00110010;
		4'b0011: BUFF = 8'b00110011;
		4'b0100: BUFF = 8'b00110100;
		4'b0101: BUFF = 8'b00110101;
		4'b0110: BUFF = 8'b00110110;
		4'b0111: BUFF = 8'b00110111;
		4'b1000: BUFF = 8'b00111000;
		4'b1001: BUFF = 8'b00111001;  
		default: BUFF = 8'b00100000;  
	endcase
end
assign LCD_DATA = BUFF;
endmodule
module WT_SEP(
	NUMBER,
	SEP_A, SEP_B
);
input [6:0] NUMBER;
output reg [3:0] SEP_A, SEP_B;
always @(NUMBER)
begin
	if(NUMBER <= 9)
		begin
			SEP_A = 3'b000;
			SEP_B = NUMBER[3:0];
		end
	else if(NUMBER <= 19)
		begin
			SEP_A = 1;
			SEP_B = NUMBER - 10;
		end
	else if(NUMBER <= 29)
		begin
			SEP_A = 2;
			SEP_B = NUMBER - 20;
		end
	else if(NUMBER <= 39)
		begin
			SEP_A = 3;
			SEP_B = NUMBER - 30;
		end
	else if(NUMBER <= 49)
		begin
			SEP_A = 4;
			SEP_B = NUMBER - 40;
		end
	else if(NUMBER <= 59)
		begin
			SEP_A = 5;
			SEP_B = NUMBER - 50;
		end
	else if(NUMBER <= 69)
		begin
			SEP_A = 6;
			SEP_B = NUMBER - 60;
		end
	else if(NUMBER <= 79)
		begin
			SEP_A = 7;
			SEP_B = NUMBER - 70;
		end
	else if(NUMBER <= 89)
		begin
			SEP_A = 8;
			SEP_B = NUMBER - 80;
		end
	else if(NUMBER <= 99)
		begin
			SEP_A = 9;
			SEP_B = NUMBER - 90;
		end
	else
		begin
			SEP_A = 0;
			SEP_B = 0;
		end
end
endmodule

===== flow/run.sh =====
#!/bin/bash
# OpenROAD 26Q1-2900-gdf79404cd8, Yosys 0.63+post, stock flow scripts
make -C /OpenROAD-flow-scripts/flow DESIGN_CONFIG=/design/flow/config.mk WORK_HOME=/design/flow/orfs finish

==> results.txt <==
yosys + openroad results -> status finished, final reports clean, H-tree levels 2, Tightest Pin Transition 0.712 ns, Post-synth top cells 79 x buf_4, 64 x and2_1, 59 x ha_1, cell taking the most area after synthesis dfxtp_1, TritonCTS clock tree done, die width 109 um, CP Max Fanout 4, Rel. slew slack 52.4%, Residual DRC 0, CTS clk-pin slew, worst paths 0.06 ns, Crit Path Class flip-flop to output port, Pwr per Cell Area 249 mW/mm2, MI comb area 0.00434 mm2, CTS root buffer clkbuf_16, Tool Warnings 71, CTS sink count 50, gr ovfl total 0, Hold Crit Depth 2, mean post-synth cell area 7.71 um2, Worst IR Drop VDD 0.210 mV, Arrival @ worst endpoint 2.87 ns, hold_sp IN_TIME[1], Worst Hold Class primary input to flip-flop, Top-area cell share 17.6%, CTS Hold Bufs 0, Initial DRT Pass Iterations 5, sequential share of the synthesized area 17.6%, row count 38, Leak Pwr 3.07 nW, Mapped Area 0.00568 mm2, Crit-path slowest cell clkdlybuf4s50_1, Buf+Inv Stages, Crit Path 2, final hold violation count 0, fillers 836, placer congestion estimate 0.970, initial antenna violation count 0, Syn Inst Count 737, worst path cell trace inv_2 -> ha_1 -> a21boi_2 -> and3_4 -> or2_4 -> o311a_4 -> a311oi_4 -> and2_4 -> clkdlybuf4s50_1, deepest clock path buffer count 2, Final period util 97.6%, Die H 109 um, via count 5,562, GRT Total Usage 22.2%, core footprint 0.0109 mm2, Port Buffers 119, final setup vio count 0, Post-synth top flop dfxtp_1, final antenna-violating net count 0, CP top delay family AND-OR/OR-AND gates, met2 usage 36.5%, M3 GR Usage 3.47%, Synth Register Bits 50, ys cells 737, Warnings, synthesis 47, Startpoint Class flip-flop, yosys stat area 0.00568 mm2, Synth top cell by count buf_4, Crit. End Element output port, fin worst setup slack 0.0897 ns, EDFF count, synth 0, Fmax achieved 0.277 GHz, share of cells above drive strength 1 15.8%, asr flop ratio synth 0%, Worst Path Required 2.96 ns, Ant. Diodes 0, fp util 52.0%, chip area 0.0118 mm2, pre-CTS WS 0.158 ns, Starting DRT DRC Count 356, Slew Viols, Final 0, CP peak stage delay 0.44 ns, placed wire-length estimate 10,400 um, CTS Buf Count 5, RSZ-0062 raised after global routing yes, Vias/cell 5.50, setup TNS 0 ns, grt peak-use layer met2, met1 Use GR 32.0%, largest net degree at the start of global routing 27, vias in the first global route 4,566, Synth-to-Final Area Change 29.4%, first-pass GRT wire length 21,300 um, post-synth cell types 89, routed len/inst 13.6 um, final wirelength 13,700 um, number of I/O pins 196, register area 0.00104 mm2, min cycle time layout 3.61 ns, worst hold endpoint SEC[1], top cells, area dfxtp_1 18%, ha_1 13%, buf_4 10%, and2_1 7.0%, a21oi_1 4.1%, max-cap violations 0
-- cell type report --
cell class / instances / area share, %
clock inverter: 2 / 0.510
clock buffer: 6 / 1.75
inverter: 51 / 2.70
tap: 140 / 2.38
multi-input combinational: 612 / 59.0
sequential: 50 / 14.1
timing repair buffer: 151 / 19.6
-- flip-flops by register name, summed over array words and instances, names as in the netlist --
register and count:
HOUR 5, ALARM_SEC 6, DAY 5, MONTH 4, MIN 6, SEC 6
ALARM_HOUR 5, ALARM_MIN 6, YEAR 7
-- cells in the final DEF, fill, tap and decap left out, types with 7 or more instances in the layout --
cell type        count
o22ai_1             14
nor3_1              10
a31oi_1             14
buf_4               29
o21ai_0             21
conb_1              76
nand2b_1             9
a21oi_1             45
nand3_1             32
xnor2_1              9
clkdlybuf4s50_1    118
and2_1              64
ha_1                48
dfxtp_1             32
nor2_1              41
inv_1               41
dfxtp_2             13
a211o_1              8
a211oi_1             8
nor2b_1              8
inv_2                8
nand2_1             40
ha_2                 7
-- power breakdown --
part           total (W)  internal [W]  switching [W]
Combinational   0.000693      0.000401       0.000292
Sequential      0.000628      0.000568      0.0000601
Clock           0.000509      0.000319       0.000190
-- metrics by stage --
step	instance area, um2	total power (W)	util, %	cells	hold WS (ns)
2_1_floorplan	5960	0.00103	-	811	0.841
3_3_place_gp	6760	0.00127	61.8	990	1.31
5_1_grt	7360	0.00195	67.3	1012	1.01
3_5_place_dp	6760	0.00127	61.8	990	1.31
4_1_cts	7000	0.00180	64.0	1000	1.01
6_report	7360	0.00183	67.3	1012	1.01
-- kinds of logic after synthesis --
kind of cell	Yosys count	share of synthesized area (%)
AND-OR/OR-AND	201	25.3
AND/OR/NAND/NOR	254	24.6
XOR/XNOR	12	1.85
multiplexers	10	1.92
other	2	0.132
buffers and inverters	149	15.7
adder cells (fa/ha/maj)	59	13.0
flip-flops	50	17.6
-- routing by layer --
metal,up-vias,share of wire [%]
li1,2747,-
met1,2544,45
met2,252,47
met3,19,7.4
met4,0,1.2
met5,-,0
-- worst max-delay path by stage --
stage / depth (start not counted) / end / start
6_report: 9 / OUT_Y1[1] / YEAR[1]
5_1_grt: 9 / OUT_Y1[4] / YEAR[3]
4_1_cts: 10 / OUT_Y1[0] / YEAR[1]
-- timing repair --
action / 4_1_cts / 5_1_grt
gates resized: 16 / 79
gates cloned: 0 / 1
hold endpoints to repair: 0 / 0
setup endpoints to repair: 12 / 28
buffers inserted: 2 / 12
pin swaps: 4 / 22
Power figures rest on the tool's default switching activity, not on a simulated workload.
