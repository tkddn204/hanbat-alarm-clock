**flow/run.sh**
```bash
#!/bin/bash
# OpenROAD 26Q1-2900-gdf79404cd8, Yosys 0.63+post, stock flow scripts
make -C /OpenROAD-flow-scripts/flow DESIGN_CONFIG=/design/flow/config.mk WORK_HOME=/design/flow/orfs finish
```
**flow/config.mk**
```make
export PLATFORM = sky130hd
export DESIGN_NAME = TIME_CAL
export DESIGN_NICKNAME = TIME_CAL
export VERILOG_FILES = /design/flow/design.v
export SDC_FILE = /design/flow/constraint.sdc
export NUM_CORES = 4
export LEC_CHECK = 1
export CORE_UTILIZATION = 40
```
**flow/constraint.sdc**
```tcl
current_design TIME_CAL

set clk_period 4.7
set clk_io_pct 0.2

create_clock -name clk0 -period $clk_period [get_ports {CLK}]

set non_clock_inputs [all_inputs -no_clocks]
set_input_delay [expr $clk_period * $clk_io_pct] -clock clk0 $non_clock_inputs
set_output_delay [expr $clk_period * $clk_io_pct] -clock clk0 [all_outputs]
```
**flow/design.v**
```verilog
module TIME_CAL(
	RESETN, CLK,
	IN_TIME, IN_DATE, IN_ALARM_TIME,
	MODE, MODE_STATE, SETTING, ALARM_SETTING, SETTING_OK,
	OUT_TIME, OUT_DATE, OUT_ALARM_TIME
);
input RESETN, CLK;
input [16:0] IN_ALARM_TIME;
input [16:0] IN_TIME;
input [15:0] IN_DATE;
input MODE, MODE_STATE, SETTING, ALARM_SETTING;
output reg [16:0] OUT_ALARM_TIME;
output reg [16:0] OUT_TIME;
output reg [15:0] OUT_DATE;
output reg SETTING_OK;
reg [16:0] SETTING_TIME;
reg [15:0] SETTING_DATE;
reg [4:0] HOUR;
reg [5:0] MIN, SEC;
reg [6:0] YEAR;
reg [3:0] MONTH;
reg [4:0] DAY;
integer CNT;
always @(posedge CLK)
begin
	if(!RESETN)
		begin
			CNT = 0;
			SETTING_OK = 0;
		end
	else if((SETTING == 1'b1) || (ALARM_SETTING == 1'b1))
		begin
			CNT = 0;
			SETTING_OK = 1;
		end
	else
		begin
			if(CNT >= 99999)
				CNT = 0;
			else
				CNT = CNT + 1;
			SETTING_OK = 0;
		end
end
always @(posedge CLK)
begin
	if(!RESETN)
		begin
			SETTING_TIME = 16'b0000000000000001;  
			SETTING_DATE = 16'b0010000000100001;  
		end
	else
		begin
			if((SETTING == 0) && (ALARM_SETTING == 0))
				begin
					SETTING_TIME = IN_TIME;
					SETTING_DATE = IN_DATE;
				end
		end
end
always @(posedge CLK)
begin
	if(!MODE)
		begin
			if(!MODE_STATE) 
				begin
					OUT_TIME = { HOUR, MIN, SEC };
					OUT_DATE = { YEAR, MONTH, DAY };
				end
			else
				begin
					OUT_TIME = { HOUR, MIN, SEC };
					OUT_DATE = { YEAR, MONTH, DAY };
					OUT_ALARM_TIME = { IN_ALARM_TIME[16:12], IN_ALARM_TIME[11:6], IN_ALARM_TIME[5:0] };
				end
		end
	else
		begin
			if(!MODE_STATE)
				begin
					OUT_TIME = { SETTING_TIME[16:12], SETTING_TIME[11:6], SETTING_TIME[5:0] };
					OUT_DATE = { SETTING_DATE[15:9], SETTING_DATE[8:5], SETTING_DATE[4:0] };
				end
		end
end
always @(posedge CLK)
begin
	if(!RESETN)
		SEC = 0;
	else if(SETTING == 1)
		SEC = SETTING_TIME[5:0];
	else
		if(CNT == 99999)
			begin
				if(SEC >= 59)
					SEC = 0;
				else
					SEC = SEC + 1;
			end
end
always @(posedge CLK)
begin
	if(!RESETN)
		MIN = 0;
	else if(SETTING == 1)
		MIN = SETTING_TIME[11:6];
	else
		if((CNT == 99999) && (SEC == 59))
			begin
				if(MIN >= 59)
					MIN = 0;
				else
					MIN = MIN + 1;
			end
end
always @(posedge CLK)
begin
	if(!RESETN)
		HOUR = 0;
	else if(SETTING == 1)
		HOUR = SETTING_TIME[16:12];
	else
		if((CNT == 99999) && (SEC == 59) && (MIN == 59))
			begin
				if(HOUR >= 23)
					HOUR = 0;
				else
					begin
						HOUR = HOUR + 1;
					end
			end
end
always @(posedge CLK)
begin
	if(!RESETN)
		DAY = 1;
	else if(SETTING == 1'b1)
		DAY = SETTING_DATE[4:0];
	else
		if((CNT == 99999) && (HOUR == 23) && (SEC == 59) && (MIN == 59))
			begin
				if(DAY >= 31)
					DAY = 1;
				else
					DAY = DAY + 1;
			end
end
always @(posedge CLK)
begin
	if(!RESETN)
		MONTH = 1;
	else if(SETTING == 1'b1)
		MONTH = SETTING_DATE[8:5];
	else
		if((CNT == 99999) && (DAY == 31) && (HOUR == 23) && (SEC == 59) && (MIN == 59))
			begin
				if(MONTH >= 31)
					MONTH = 1;
				else
					MONTH = MONTH + 1;
			end
end
always @(posedge CLK)
begin
	if(!RESETN)
		YEAR = 16;
	else if(SETTING == 1'b1)
		YEAR = SETTING_DATE[15:9]; 
	else
		if((CNT == 99999) && (MONTH == 12) && (DAY == 31) && (HOUR == 23) && (SEC == 59) && (MIN == 59))
			begin
				if(YEAR >= 99)
					YEAR = 0;
				else
					YEAR = YEAR + 1;
			end
end
endmodule
```
==> out/summary.rpt <==
CLOCKING
------------------------------------------------------------------------------------------
Clock H-tree levels                                                                      4
Clock Path Buffers                                                                       2
Clock Sinks                                                                            149
Number of buffers created by CTS                                                        17
TritonCTS clock tree                                                                   yes
Clock edge transition at the registers on the reported setup and hold paths        0.05 ns
Post-cts hold buffer count                                                               0
Root buffer selected by CTS                                                   sky130_fd_sc_hd__clkbuf_16
Resized cells post-CTS                                                                   0
Clk Latency, worst-skew pair                                                       0.42 ns
Post-CTS repair timing setup buffer count                                                0

FINAL LAYOUT
------------------------------------------------------------------------------------------
Fraction of final layout cells sized beyond drive strength 1                        9.264%
Utilization of the core after routing                                               53.52%
Area growth, synth to finish                                                        29.42%
Final design area excluding fillers                                           0.008197 mm2
FF/Latch Area                                                                 0.003483 mm2
Dominant logic cell types in the final layout                                 105 x sky130_fd_sc_hd__clkdlybuf4s50_1, 99 x sky130_fd_sc_hd__dfxtp_1, 56 x sky130_fd_sc_hd__nand2_1
Combined area of the multi-input logic cells                                  0.002688 mm2
Most used logic cell in the final layout                                      sky130_fd_sc_hd__clkdlybuf4s50_1
Number of fillers in the final layout                                                 1322

GLOBAL ROUTE
------------------------------------------------------------------------------------------
Aggregate global-route resource usage                                               19.16%
GRT Residual Overflow                                                                    0
Global-route wire length before repair                                            23.87 mm
Largest net degree at the start of global routing                                       41
Via count of the first global-routing pass                                            4557
Antenna violations before repair                                                         0

STA
------------------------------------------------------------------------------------------
Upper clock frequency limit                                                     0.3216 GHz
Max-slew violation total from the final report                                           0
Time the final worst path needs with I/O delays and setup                         3.110 ns
Worst clock skew                                                               0.006093 ns
Total Neg Setup Slack                                                                 0 ns
Final hold viol count                                                                    0
Final cycle utilization of the critical path                                        66.16%
Worst-Margin Slew                                                                0.7134 ns
Worst slew margin relative to its limit                                             52.07%
Count of final setup violators                                                           0
RSZ-0062 raised after global routing                                                    no

CRITICAL PATH
------------------------------------------------------------------------------------------
CP Launch Type                                                                   input pin
Max Fanout on Critical Path                                                             17
Number of gates on the worst path with buffers counted                                   7
Kind of capture point of the worst setup path                                         flop
Path type of the worst setup path                                                   in2reg
CP Buf/Inv Count                                                                         3
Cells traversed along the worst timing path                                   clkdlybuf4s50_1 > clkinv_1 > buf_4 > nor2_1 > nand2_1 > o31ai_1 > a21o_1
Arrival time worst endpoint                                                        3.47 ns
Worst setup slack for register-to-register paths                                   1.85 ns
Cell type of the slowest stage on the worst timing path                       sky130_fd_sc_hd__clkdlybuf4s50_1
Capture point of the critical path                                                  MIN[5]
Launch point of the worst path                                                     SETTING
Delay of the slowest cell on the worst path                                        0.88 ns
Count of cells along the worst register-to-register path                                 6
Crit path DRT                                                                      5.06 ns
Kind of cell with the highest combined delay on the critical path             buffers and inverters
Endpoint of the lowest-slack register-to-register path                              DAY[1]
Origin of the critical flop-to-flop path                                           CNT[14]

SYNTH
------------------------------------------------------------------------------------------
Main area contributors after synthesis                                        sky130_fd_sc_hd__dfxtp_1 31%, sky130_fd_sc_hd__edfxtp_1 24%, sky130_fd_sc_hd__mux2_2 5.0%, sky130_fd_sc_hd__a22o_1 4.1%, sky130_fd_sc_hd__nand2_1 3.3%
FFs w/ async S/R, synth                                                                 0%
Count of different cell masters after synthesis                                         52
Post-synthesis instance total                                                          611
Cell count listed in synth_stat.txt                                                    611
Number of enable-type register cells in the synthesized netlist                         50
Avg Synthesized Cell Area                                                        10.37 um2
Seq share, synth                                                                    55.00%
Register bit total from synthesis                                                      149
Post-synthesis cell type with the largest combined area                       sky130_fd_sc_hd__dfxtp_1
Most frequently used flop master after synthesis                              sky130_fd_sc_hd__dfxtp_1
Synth warnings                                                                           1
Post-synth area from yosys stat                                               0.006334 mm2
Area of the mapped netlist                                                    0.006334 mm2
Yosys top cell area share                                                           31.29%

ROUTING
------------------------------------------------------------------------------------------
Initial DRT Pass Iterations                                                              5
Final Routed Wirelength                                                           14.39 mm
DR DRC count                                                                             0
Antenna cell count                                                                       0
Total via count after detailed routing                                                4898
Initial DRC Count                                                                      304
Vias per cell                                                                        5.183
Remaining antenna violation count after routing                                          0
Routed len/inst                                                                   15.22 um

FLOORPLANNING
------------------------------------------------------------------------------------------
Vertical die dimension                                                            127.8 um
Floorplan core area                                                            0.01531 mm2
Starting utilization of the core area                                               41.36%
# IOs                                                                                  107
Die W                                                                             127.8 um
Die footprint                                                                  0.01634 mm2
Site row count                                                                          45

PLACE
------------------------------------------------------------------------------------------
Post-DP HPWL                                                                      10.02 mm
Area of placed instances                                                      0.007645 mm2
Count of buffers inserted at the top-level ports                                       106
Placer Congestion                                                                   0.8347

RUN
------------------------------------------------------------------------------------------
Max-capacitance violation count                                                          0
Total number of warnings across the stage logs                                          26

POWER AND IR DROP
------------------------------------------------------------------------------------------
Static leakage power                                                              2.961 nW
Worst ir drop on vdd                                                              222.6 uV
PD cells                                                                      354.8 mW/mm2

OUTCOME
------------------------------------------------------------------------------------------
Result of the run                                                             finished clean

HOLD PATH
------------------------------------------------------------------------------------------
Tightest Hold Check Type                                                           reg2reg

worst min-delay path by stage:
stage                 cells after the start   start     end
after CTS                                 1  CNT[0]  CNT[0]
after global routing                      1  CNT[0]  CNT[0]
final                                     1  CNT[0]  CNT[0]
synthesized netlist by cell type, types with 2 or more instances:
cell and n:
sky130_fd_sc_hd__or4_1 3, sky130_fd_sc_hd__nor2b_1 5, sky130_fd_sc_hd__ha_1 9, sky130_fd_sc_hd__nand4b_1 2
sky130_fd_sc_hd__nor3b_1 5, sky130_fd_sc_hd__and4b_1 2, sky130_fd_sc_hd__a22o_1 30, sky130_fd_sc_hd__nor2_1 51
sky130_fd_sc_hd__o21ai_0 37, sky130_fd_sc_hd__nand3_1 23, sky130_fd_sc_hd__xnor2_1 17, sky130_fd_sc_hd__nand2b_1 2
sky130_fd_sc_hd__and3_1 12, sky130_fd_sc_hd__mux2i_1 5, sky130_fd_sc_hd__clkinv_1 2, sky130_fd_sc_hd__xor2_1 15
sky130_fd_sc_hd__edfxtp_1 50, sky130_fd_sc_hd__buf_2 2, sky130_fd_sc_hd__nand2_1 56, sky130_fd_sc_hd__a211oi_1 2
sky130_fd_sc_hd__inv_1 15, sky130_fd_sc_hd__o211ai_1 4, sky130_fd_sc_hd__o311ai_0 4, sky130_fd_sc_hd__nand3b_1 3
sky130_fd_sc_hd__mux2_2 28, sky130_fd_sc_hd__dfxtp_1 99, sky130_fd_sc_hd__nor3_1 21, sky130_fd_sc_hd__buf_1 2
sky130_fd_sc_hd__o22a_1 4, sky130_fd_sc_hd__clkbuf_1 23, sky130_fd_sc_hd__nand4_1 10, sky130_fd_sc_hd__a21o_1 2
sky130_fd_sc_hd__a31oi_1 11, sky130_fd_sc_hd__and2_1 2, sky130_fd_sc_hd__or3_1 5, sky130_fd_sc_hd__nor4_1 8
sky130_fd_sc_hd__a21oi_1 24, sky130_fd_sc_hd__a41oi_1 2
layer usage:
| metal | track usage (%) | wire length, um | vias to the layer above |
|---|---|---|---|
| li1 | - | - | 2469 |
| met1 | 32.46 | 7270 | 2252 |
| met2 | 27.14 | 5931 | 164 |
| met3 | 3.741 | 966 | 13 |
| met4 | 2.630 | 218 | 0 |
| met5 | 0 | 0 | - |
logic make-up (layout without fill, tap and decap cells):
kind of cell    count (synthesis)  after routing  share of synthesized area (%)
mux                            33             33                          5.768
flops                         149            149                          55.00
fa+ha+maj                       9              9                          1.778
buf+inv                        44            167                          2.647
simple gates                  216            216                          16.99
compound gates                128            128                          13.39
xor+xnor                       32             32                          4.425
stage by stage:
step / std cells / setup slack (ns) / power, mW / hold slack [ns]
2_1_floorplan: 611 / 2.099 / 1.525 / 0.4176
3_3_place_gp: 913 / 1.239 / 1.670 / 0.4333
3_5_place_dp: 913 / 1.176 / 1.672 / 0.4364
4_1_cts: 945 / 1.592 / 2.944 / 0.4494
5_1_grt: 945 / 1.346 / 3.027 / 0.4709
6_report: 945 / 1.590 / 2.908 / 0.4519
sequential cells by signal (all words and copies together), names as in the netlist:
signal          count
SEC                 6
OUT_TIME           17
OUT_ALARM_TIME     17
YEAR                7
SETTING_DATE       16
MONTH               4
OUT_DATE           16
SETTING_OK          1
SETTING_TIME       17
HOUR                5
CNT                32
DAY                 5
MIN                 6
report_power, final:
part | switching [mW] | total (mW) | internal (mW)
combinational | 0.0793 | 0.214 | 0.135
sequential | 0.0364 | 1.43 | 1.39
clock | 0.481 | 1.26 | 0.783
total | 0.597 | 2.91 | 2.31
cell type report:
| cell class | instances | area share [%] |
|---|---|---|
| sequential | 149 | 42.50 |
| multi-input combinational | 418 | 32.79 |
| timing repair buffer | 118 | 13.98 |
| clock buffer | 27 | 6.152 |
| tap | 211 | 3.221 |
| inverter | 17 | 0.7785 |
| clock inverter | 5 | 0.5801 |
Power is estimated from default activity; no workload was simulated.
