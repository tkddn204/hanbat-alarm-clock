===== design/flow/run.sh =====
#!/bin/bash
# OpenROAD 26Q1-2900-gdf79404cd8, Yosys 0.63+post, stock flow scripts
make -C /OpenROAD-flow-scripts/flow DESIGN_CONFIG=/design/flow/config.mk WORK_HOME=/design/flow/orfs finish

===== design/flow/config.mk =====
export PLATFORM = sky130hd
export DESIGN_NAME = KEY_CONT
export DESIGN_NICKNAME = KEY_CONT
export VERILOG_FILES = /design/flow/design.v
export SDC_FILE = /design/flow/constraint.sdc
export NUM_CORES = 4
export LEC_CHECK = 1
export CORE_UTILIZATION = 50

===== design/flow/constraint.sdc =====
current_design KEY_CONT

set clk_period 9.7
set clk_io_pct 0.2

create_clock -name clk0 -period $clk_period [get_ports {CLK}]

set non_clock_inputs [all_inputs -no_clocks]
set_input_delay [expr $clk_period * $clk_io_pct] -clock clk0 $non_clock_inputs
set_output_delay [expr $clk_period * $clk_io_pct] -clock clk0 [all_outputs]

===== design/flow/design.v =====
module KEY_CONT(
	RESETN, CLK,
	KEY, IN_TIME, IN_DATE, IN_ALARM_TIME,
	MODE, ALARM_ENABLE, SETTING, ALARM_SETTING, SETTING_OK,
	OUT_TIME, OUT_DATE, OUT_ALARM_TIME, MERIDIAN
);
input RESETN, CLK;
input [4:0] KEY;
input [16:0] IN_ALARM_TIME;
input [16:0] IN_TIME;
input [15:0] IN_DATE;
input SETTING_OK;
output reg MERIDIAN;
output reg [16:0] OUT_ALARM_TIME;
output reg [16:0] OUT_TIME;
output reg [15:0] OUT_DATE;
output reg [5:0] MODE;
output reg ALARM_ENABLE, SETTING, ALARM_SETTING;
reg [5:0] MODE_BUFF;
parameter MENU = 5'b10000,
			 SET = 5'b01000,
			 CANCEL = 5'b00100,
			 UP = 5'b00010,
			 DOWN= 5'b00001;
parameter CURRENT_TIME = 6'b000000,
			 CURRENT_CONTROL_HOUR = 6'b010011,
			 CURRENT_CONTROL_MIN = 6'b010101,
			 CURRENT_CONTROL_SEC = 6'b010111,
			 CURRENT_CONTROL_YEAR = 6'b011011,
			 CURRENT_CONTROL_MONTH = 6'b011101,
			 CURRENT_CONTROL_DAY = 6'b011111,
			 ALARM_TIME = 6'b100000,
			 ALARM_CONTROL_HOUR = 6'b110010,
			 ALARM_CONTROL_MIN = 6'b110100,
			 ALARM_CONTROL_SEC = 6'b110110;
reg CONT_STOP, STOP_OK;
integer CNT, LIMIT;
always @(posedge CLK)
begin
	if(!RESETN)
		begin
			CONT_STOP = 1'b0;
			LIMIT = 0;
		end
	else
		begin
			if(LIMIT == 999999)
				begin
					CONT_STOP = 1'b1;
					LIMIT = 0;
				end
			else if((MODE != CURRENT_TIME) || (MODE != ALARM_TIME))
				begin
					LIMIT = LIMIT + 1;
				end
			else
				begin
					CONT_STOP = 1'b0;
					LIMIT = 0;
				end
		end
end
always @(posedge CLK)
begin
	if(!RESETN)
		begin
			MODE = CURRENT_TIME;
		end
	else
		begin
			MODE = MODE_BUFF;
		end
end
always @(posedge CLK)
begin
	if(!RESETN)
		begin
			MODE_BUFF = CURRENT_TIME;
			OUT_ALARM_TIME = 0;
			OUT_TIME = 16'b0000000000000001;  
			OUT_DATE = 16'b0010000000100001;  
			ALARM_ENABLE = 0;
			MERIDIAN = 0;
			SETTING = 0;
			ALARM_SETTING = 0;
			CNT = 0;
			STOP_OK = 0;
		end
	else if(SETTING_OK)
		begin
			SETTING = 0;
			ALARM_SETTING = 0;
		end
	else if((CONT_STOP == 1'b1) && (STOP_OK = 1'b0))
				begin
					if(MODE_BUFF[5] == 0)
						begin
							SETTING = 1;
							OUT_TIME = IN_TIME;
							MODE_BUFF = CURRENT_TIME;
						end
					else
						begin
							ALARM_SETTING = 1;
							OUT_ALARM_TIME = IN_ALARM_TIME;
							MODE_BUFF = ALARM_TIME;
						end
					STOP_OK = 1'b1;
				end
	else
		begin
			STOP_OK = 1'b0;
			case(KEY)
				MENU:
					begin
						if(CNT >= 22999)
							begin
								case(MODE)
									CURRENT_TIME:
										begin
											MODE_BUFF = ALARM_TIME;
										end
									CURRENT_CONTROL_HOUR:
										begin
											MODE_BUFF = CURRENT_CONTROL_MIN;
										end
									CURRENT_CONTROL_MIN:
										begin
											MODE_BUFF = CURRENT_CONTROL_SEC;
										end
									CURRENT_CONTROL_SEC:
										begin
											MODE_BUFF = CURRENT_CONTROL_YEAR;
										end
									CURRENT_CONTROL_YEAR:
										begin
											MODE_BUFF = CURRENT_CONTROL_MONTH;
										end
									CURRENT_CONTROL_MONTH:
										begin
											MODE_BUFF = CURRENT_CONTROL_DAY;
										end
									CURRENT_CONTROL_DAY:
										begin
											MODE_BUFF = CURRENT_CONTROL_HOUR;
										end
									ALARM_TIME:
										begin
											MODE_BUFF = CURRENT_TIME;
										end
									ALARM_CONTROL_HOUR:
										begin
											MODE_BUFF = ALARM_CONTROL_MIN;
										end
									ALARM_CONTROL_MIN:
										begin
											MODE_BUFF = ALARM_CONTROL_SEC;
										end
									ALARM_CONTROL_SEC:
										begin
											MODE_BUFF = ALARM_CONTROL_HOUR;
										end
									default:
										begin
											MODE_BUFF = CURRENT_TIME;
										end
								endcase
								CNT = 0;
							end
						else
							CNT = CNT + 1;
					end
				SET:
					begin
						if(CNT >= 22999)
							begin
								case(MODE)
									CURRENT_TIME:
										begin
											MODE_BUFF = CURRENT_CONTROL_HOUR;
										end
									CURRENT_CONTROL_HOUR:
										begin
											SETTING = 1;
											MODE_BUFF = CURRENT_TIME;
										end
									CURRENT_CONTROL_MIN:
										begin
											SETTING = 1;
											MODE_BUFF = CURRENT_TIME;
										end
									CURRENT_CONTROL_SEC:
										begin
											SETTING = 1;
											MODE_BUFF = CURRENT_TIME;
										end
									CURRENT_CONTROL_YEAR:
										begin
											SETTING = 1;
											MODE_BUFF = CURRENT_TIME;
										end
									CURRENT_CONTROL_MONTH:
										begin
											SETTING = 1;
											MODE_BUFF = CURRENT_TIME;
										end
									CURRENT_CONTROL_DAY:
										begin
											SETTING = 1;
											MODE_BUFF = CURRENT_TIME;
										end
									ALARM_TIME:
										begin
											MODE_BUFF = ALARM_CONTROL_HOUR;
										end
									ALARM_CONTROL_HOUR:
										begin
											ALARM_SETTING = 1;
											MODE_BUFF = ALARM_TIME;
										end
									ALARM_CONTROL_MIN:
										begin
											ALARM_SETTING = 1;
											MODE_BUFF = ALARM_TIME;
										end
									ALARM_CONTROL_SEC:
										begin
											ALARM_SETTING = 1;
											MODE_BUFF = ALARM_TIME;
										end
									default:
										begin
										end
								endcase
								CNT = 0;
							end
						else
							CNT = CNT + 1;
					end
				CANCEL:
					begin
						if(CNT >= 22999)
							begin
								case(MODE)
									CURRENT_TIME:
										begin
											if(MERIDIAN == 0) MERIDIAN = 1;
											else MERIDIAN = 0;
										end
									CURRENT_CONTROL_HOUR:
										begin
											SETTING = 0;
											OUT_TIME = IN_TIME;
											MODE_BUFF = CURRENT_TIME;
										end
									CURRENT_CONTROL_MIN:
										begin
											SETTING = 0;
											OUT_TIME = IN_TIME;
											MODE_BUFF = CURRENT_TIME;
										end
									CURRENT_CONTROL_SEC:
										begin
											SETTING = 0;
											OUT_TIME = IN_TIME;
											MODE_BUFF = CURRENT_TIME;
										end
									CURRENT_CONTROL_YEAR:
										begin
											SETTING = 0;
											OUT_TIME = IN_TIME;
											MODE_BUFF = CURRENT_TIME;
										end
									CURRENT_CONTROL_MONTH:
										begin
											SETTING = 0;
											OUT_TIME = IN_TIME;
											MODE_BUFF = CURRENT_TIME;
										end
									CURRENT_CONTROL_DAY:
										begin
											SETTING = 0;
											OUT_TIME = IN_TIME;
											MODE_BUFF = CURRENT_TIME;
										end
									ALARM_TIME:
										begin
											if(ALARM_ENABLE == 1) ALARM_ENABLE = 0;
											else ALARM_ENABLE = 1;
										end
									ALARM_CONTROL_HOUR:
										begin
											ALARM_SETTING = 0;
											OUT_ALARM_TIME = 0;
											MODE_BUFF = ALARM_TIME;
										end
									ALARM_CONTROL_MIN:
										begin
											ALARM_SETTING = 0;
											OUT_ALARM_TIME = 0;
											MODE_BUFF = ALARM_TIME;
										end
									ALARM_CONTROL_SEC:
										begin
											ALARM_SETTING = 0;
											OUT_ALARM_TIME = 0;
											MODE_BUFF = ALARM_TIME;
										end
									default:
										begin
											if(MERIDIAN == 0) MERIDIAN = 1;
											else MERIDIAN = 0;
										end
								endcase
								CNT = 0;
							end
						else
							CNT = CNT + 1;
					end
				UP:
					begin
						if(CNT >= 22999)
							begin
								case(MODE)
									CURRENT_TIME:
										begin
										end
									CURRENT_CONTROL_HOUR:
										begin
											if(OUT_TIME[16:12] >= 5'b10111)  
												OUT_TIME[16:12] = 5'b00000;
											else
												OUT_TIME[16:12] = OUT_TIME[16:12] + 5'b00001;
										end
									CURRENT_CONTROL_MIN:
										begin
											if(OUT_TIME[11:6] >= 6'b111011)  
												OUT_TIME[11:6] = 6'b000000;
											else
												OUT_TIME[11:6] = OUT_TIME[11:6] + 6'b000001;
										end
									CURRENT_CONTROL_SEC:
										begin
											if(OUT_TIME[5:0] >= 6'b111011)  
												OUT_TIME[5:0] = 6'b000000;
											else
												OUT_TIME[5:0] = OUT_TIME[5:0] + 6'b000001;
										end
									CURRENT_CONTROL_YEAR:
										begin
											if(OUT_DATE[15:9] >= 7'b1100011)  
												OUT_DATE[15:9] = 7'b0000000;
											else
												OUT_DATE[15:9] = OUT_DATE[15:9] + 7'b0000001;
										end
									CURRENT_CONTROL_MONTH:
										begin
											if(OUT_DATE[8:5] >= 4'b1100)  
												OUT_DATE[8:5] = 4'b0001;
											else
												OUT_DATE[8:5] = OUT_DATE[8:5] + 4'b0001;
										end
									CURRENT_CONTROL_DAY:
										begin
											if(OUT_DATE[4:0] >= 5'b11111)  
												OUT_DATE[4:0] = 5'b00001;
											else
												OUT_DATE[4:0] = OUT_DATE[4:0] + 5'b00001;
										end
									ALARM_TIME:
										begin
										end
									ALARM_CONTROL_HOUR:
										begin
											if(OUT_ALARM_TIME[16:12] >= 5'b10111)  
												OUT_ALARM_TIME[16:12] = 5'b00000;
											else
												OUT_ALARM_TIME[16:12] = OUT_ALARM_TIME[16:12] + 5'b00001;
										end
									ALARM_CONTROL_MIN:
										begin
											if(OUT_ALARM_TIME[11:6] >= 6'b111011)  
												OUT_ALARM_TIME[11:6] = 6'b000000;
											else
												OUT_ALARM_TIME[11:6] = OUT_ALARM_TIME[11:6] + 6'b000001;
										end
									ALARM_CONTROL_SEC:
										begin
											if(OUT_ALARM_TIME[5:0] >= 6'b111011)  
												OUT_ALARM_TIME[5:0] = 6'b000000;
											else
												OUT_ALARM_TIME[5:0] = OUT_ALARM_TIME[5:0] + 6'b000001;
										end
									default:
										begin
										end
								endcase
								CNT = 0;
							end
						else
							CNT = CNT + 1;
					end
				DOWN:
					begin
						if(CNT >= 22999)
							begin
								case(MODE)
									CURRENT_TIME:
										begin
										end
									CURRENT_CONTROL_HOUR:
										begin
											if(OUT_TIME[16:12] <= 5'b00000)  
												OUT_TIME[16:12] = 5'b10111;
											else
												OUT_TIME[16:12] = OUT_TIME[16:12] - 5'b00001;
										end
									CURRENT_CONTROL_MIN:
										begin
											if(OUT_TIME[11:6] <= 6'b000000)  
												OUT_TIME[11:6] = 6'b111011;
											else
												OUT_TIME[11:6] = OUT_TIME[11:6] - 6'b000001;
										end
									CURRENT_CONTROL_SEC:
										begin
											if(OUT_TIME[5:0] <= 6'b000000)  
												OUT_TIME[5:0] = 6'b111011;
											else
												OUT_TIME[5:0] = OUT_TIME[5:0] - 6'b000001;
										end
									CURRENT_CONTROL_YEAR:
										begin
											if(OUT_DATE[15:9] <= 7'b0000000)  
												OUT_DATE[15:9] = 7'b1100011;
											else
												OUT_DATE[15:9] = OUT_DATE[15:9] - 7'b0000001;
										end
									CURRENT_CONTROL_MONTH:
										begin
											if(OUT_DATE[8:5] <= 4'b0001)  
												OUT_DATE[8:5] = 4'b1100;
											else
												OUT_DATE[8:5] = OUT_DATE[8:5] - 4'b0001;
										end
									CURRENT_CONTROL_DAY:
										begin
											if(OUT_DATE[4:0] <= 5'b00001)  
												OUT_DATE[4:0] = 5'b11111;
											else
												OUT_DATE[4:0] = OUT_DATE[4:0] - 5'b00001;
										end
									ALARM_TIME:
										begin
										end
									ALARM_CONTROL_HOUR:
										begin
											if(OUT_ALARM_TIME[16:12] <= 5'b00000)  
												OUT_ALARM_TIME[16:12] = 5'b10111;
											else
												OUT_ALARM_TIME[16:12] = OUT_ALARM_TIME[16:12] - 5'b00001;
										end
									ALARM_CONTROL_MIN:
										begin
											if(OUT_ALARM_TIME[11:6] <= 6'b000000)  
												OUT_ALARM_TIME[11:6] = 6'b111011;
											else
												OUT_ALARM_TIME[11:6] = OUT_ALARM_TIME[11:6] - 6'b000001;
										end
									ALARM_CONTROL_SEC:
										begin
											if(OUT_ALARM_TIME[5:0] <= 6'b000000)  
												OUT_ALARM_TIME[5:0] = 6'b111011;
											else
												OUT_ALARM_TIME[5:0] = OUT_ALARM_TIME[5:0] - 6'b000001;
										end
									default:
										begin
										end
								endcase
								CNT = 0;
							end
						else
							CNT = CNT + 1;
					end
			endcase
		end
end
endmodule

==> flow_metrics.py <==
# Flow results
metrics = {
    "worst_hold_path": {
        "hp-class": "flop to flop",
        "holdPathStages": 2,
        "holdPathEnd": "MODE[5]$_SDFF_PN0_",
        "min_from": "MODE_BUFF[5]$_SDFFE_PN0P_",
    },
    "clocking": {
        "cts-root-buf": "clkbuf_16",
        "cts_sinks": 98,
        "numCtsBuffers": 9,
        "cts.repair.resized": 0,
        "htree_levels": 3,
        "clkLatencyLatePin_ns": 0.36,
        "path_clk_slew_ns": 0.07,
        "clock_path_buffers": 2,
        "cts_hold_buf": 0,
        "postCtsSetupRepairBufs": 0,
        "tritoncts": "done",
    },
    "setup_path": {
        "r2r-end": "OUT_DATE[8]$_SDFFE_PN0P_",
        "r2r_cells": 7,
        "critPathLaunchType": "primary input",
        "path_cells": "clkdlybuf4s50_1 -> or3_1 -> nor2_2 -> buf_4 -> nor3_1 -> o311a_1 -> a31o_2",
        "reg2reg_setup_slack_ns": 6.96,
        "path_class": "primary input to flop",
        "crit_family": "simple AND/OR/NAND/NOR gates",
        "crit_fanout": 18,
        "worstPathArrival_ns": 5.03,
        "cp.required_ns": 9.95,
        "cp-end-kind": "flop",
        "critPathSlowestCell": "nor2_2",
        "worstReg2RegStart": "CNT[0]$_SDFFE_PN0P_",
        "critical-path-max-stage-delay_ns": 0.84,
        "worst-path-buf-inv": 2,
    },
    "routing": {
        "wl_mm": 20.64,
        "wl_per_cell_um": 17.79,
        "drt_pass1_iterations": 5,
        "via_count": 7587,
        "antenna_cells": 0,
        "dr.first_iter.drc_count": 605,
        "drc": 0,
        "ant_nets": 0,
        "vias_per_cell": 6.541,
    },
    "synth": {
        "synth.most_common_cell": "dfxtp_1",
        "top_cells_by_area": "dfxtp_1 28%, a21oi_1 5.1%, o21ai_0 5.1%",
        "syn_area_per_cell_um2": 7.540,
        "synth-main-ff-cell": "dfxtp_1",
        "ys_seq_frac": 0.2762,
        "async_reset_ff_frac": 0,
        "ys_types": 70,
        "common_cells": "98 x dfxtp_1, 73 x a21oi_1, 73 x o21ai_0",
        "synth_top_cell_by_area": "dfxtp_1",
        "ys_area_mm2": 0.007103,
        "ys_warn_count": 1,
        "numSynthFlops": 98,
        "ys_cells": 942,
        "syn_area_mm2": 0.007103,
        "top_area_frac": 0.2762,
        "edf_count": 0,
        "syn_inst": 942,
    },
    "sta": {
        "setup_viol": 0,
        "fin_setup_tns_ns": 0,
        "slew_headroom": 0.3782,
        "worstMarginPinSlew_ns": 0.9318,
        "maxSlewViolCount": 0,
        "hold_ws_ns": 0.4404,
        "rsz0062_at_grt": "no",
        "timing.fmax_mhz": 209.1,
        "min_period_ns": 4.783,
        "finalClockPeriodUsage": 0.4931,
        "hold_viol": 0,
        "skew_ns": 0.009340,
    },
    "status": {
        "outcome": "completed",
    },
    "finish": {
        "seq_area_mm2": 0.001962,
        "logic_area_mm2": 0.004710,
        "nFillCells": 1210,
        "areaGrowthSynthToFinish_pct": 16.49,
        "drive_gt1_frac": 0.05816,
    },
    "floorplanning": {
        "die_width_um": 121.2,
        "initial_core_util": 0.5117,
        "io_pins": 118,
        "die.size.y_um": 121.2,
        "die_area_mm2": 0.01469,
        "rows": 43,
        "core_area_mm2": 0.01388,
    },
    "power": {
        "ir_worst_vdd_v": 0.00008214,
        "power.density_mw_per_mm2": 97.39,
        "total_leakage_power_uw": 0.002726,
    },
    "place": {
        "port_buffers": 84,
        "place_congestion": 0.9343,
        "dp_hpwl_mm": 13.75,
    },
    "job": {
        "drv_cap": 0,
        "warnings": 72,
    },
    "global_route": {
        "grt_max_degree": 62,
        "gr-total-overflow": 0,
        "gr-usage-all-layers": 0.2884,
        "grt_pass1_wl_mm": 33.63,
        "grt_pass1_vias": 6726,
        "antenna_found_initial": 0,
    },
}
[sequential cells by signal (all words and copies together) (netlist names)]
name,flops
ALARM_ENABLE,1
ALARM_SETTING,1
CNT,32
MERIDIAN,1
MODE,6
MODE_BUFF,6
OUT_ALARM_TIME,17
OUT_DATE,16
OUT_TIME,17
SETTING,1
[power breakdown]
| group | internal, uW | switching [uW] | leakage [uW] |
|---|---|---|---|
| logic | 19.6 | 34.7 | 0.00180 |
| registers | 402 | 0.294 | 0.000789 |
| clock network | 182 | 167 | 0.000135 |
| total | 603 | 202 | 0.00273 |
[worst max-delay path by stage]
stage | cells past startpoint | end | startpoint
CTS | 7 | OUT_DATE[13]$_SDFFE_PN1P_ | KEY[2]
global route | 6 | OUT_DATE[3]$_SDFFE_PN0P_ | KEY[2]
finish | 7 | OUT_DATE[14]$_SDFFE_PN0P_ | KEY[2]
[per-stage QoR]
stage	instances	worst slack (ns)	util	cell area (um^2)	total power, uW
after floorplan	942	5.810	-	7103	442.7
after global placement	1145	4.617	0.5761	7996	464.7
after detailed placement	1145	4.606	0.5761	7996	465.3
after CTS	1160	4.981	0.5961	8274	810.4
after global routing	1160	4.782	0.5961	8274	833.4
final	1160	4.917	0.5961	8274	805.8
[placed cells by master, fill, tap and decap left out, drive strengths merged, types with 19 or more instances in the layout]
master,count
dfxtp,98
clkdlybuf4s50,84
o21ai,73
a21oi,73
nor2,71
nand2,60
inv,44
nand3,40
nor3,26
ha,24
a211oi,24
or3,22
o211ai,21
nand4,19
[cell type report]
type	count	area share
Clock buffer	10	0.02888
Clock inverter	5	0.004688
Multi-Input combinational cell	727	0.5692
Timing Repair Buffer	97	0.1134
Sequential cell	98	0.2371
Tap cell	180	0.02722
Inverter	43	0.01951
[worst reg2reg max path: stages (launching register included)]
cell,delay [ns]
dfxtp_1,0.34
ha_1,0.31
a211oi_1,0.28
a211oi_1,0.16
a211oi_4,0.21
buf_4,0.58
nor2_1,0.24
a2111oi_0,0.49
[cell families after synthesis]
family          Yosys count  share of synthesized area
compound gates          344                     0.3340
simple gates            319                     0.2336
buf+inv                 117                    0.06306
flops                    98                     0.2762
xor+xnor                 31                    0.03822
fa+ha+maj                24                    0.04228
mux                       9                    0.01268
[per-layer routing]
layer | vias to the layer above | GRT usage | part of all wire
met3 | 32 | 0.03599 | 0.065
met4 | 0 | 0.07176 | 0.017
met2 | 319 | 0.4536 | 0.45
li1 | 3680 | - | -
met5 | - | 0 | 0
met1 | 3556 | 0.4274 | 0.47
Power figures rest on the tool's default switching activity, not on a simulated workload.
